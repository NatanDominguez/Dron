$ cat flow/run.sh
#!/bin/bash
# OpenROAD 26Q1-2900-gdf79404cd8, Yosys 0.63+post, stock flow scripts
make -C /OpenROAD-flow-scripts/flow DESIGN_CONFIG=/design/flow/config.mk WORK_HOME=/design/flow/orfs finish
$ cat flow/config.mk
export PLATFORM = sky130hd
export DESIGN_NAME = data_controller
export DESIGN_NICKNAME = data_controller
export VERILOG_FILES = /design/flow/design.v
export SDC_FILE = /design/flow/constraint.sdc
export NUM_CORES = 4
export LEC_CHECK = 1
export CORE_AREA = 10 10 122 122
export DIE_AREA = 0 0 132 132
$ cat flow/constraint.sdc
current_design data_controller

set clk_period 5.5
set clk_io_pct 0.2

create_clock -name clk0 -period $clk_period

set non_clock_inputs [all_inputs -no_clocks]
set_input_delay [expr $clk_period * $clk_io_pct] -clock clk0 $non_clock_inputs
set_output_delay [expr $clk_period * $clk_io_pct] -clock clk0 [all_outputs]
$ cat flow/design.v
module data_controller #(
    parameter int DATA_SIZE = 32,
    parameter int ADDR_SIZE = 32
) (
    input logic [ADDR_SIZE-1:0] addr_i,
    input logic re_x_i,
    output logic [DATA_SIZE-1:0] data_rx_o,
    output logic rx_valid_o,
    input logic we_x_i,
    input logic [DATA_SIZE-1:0] data_wx_i,
    output logic [ADDR_SIZE-1:0] ram_addr_o,
    output logic ram_re_o,
    input logic [DATA_SIZE-1:0] ram_r_data_i,
    input logic ram_r_valid_i,
    output logic ram_we_o,
    output logic [DATA_SIZE-1:0] ram_w_data_o,
    output logic [ADDR_SIZE-1:0] uart_addr_o,
    input logic [DATA_SIZE-1:0] uart_r_data_i,
    input logic uart_r_valid_i,
    output logic uart_re_o,
    output logic [DATA_SIZE-1:0] uart_w_data_o,
    output logic uart_we_o
);
    logic sel;
    always_comb begin
        if(addr_i >= 32'h00000000 && addr_i <= 32'h3FFFFFFF) sel = 1'b0;
        else sel = 1'b1;
    end
    always_comb begin
        ram_addr_o = '0;
        ram_re_o = 1'b0;
        data_rx_o = '0;
        rx_valid_o = 1'b0;
        ram_w_data_o = '0;
        ram_we_o = 1'b0;
        uart_addr_o = '0;
        uart_re_o = 1'b0;
        uart_w_data_o = '0;
        uart_we_o = 1'b0;
        case(sel)
            1'b0:
            begin
                ram_addr_o = addr_i;
                if(re_x_i) begin
                    ram_re_o   = re_x_i;
                    data_rx_o  = ram_r_data_i;
                    rx_valid_o = ram_r_valid_i; 
                end
                if(we_x_i) begin
                    ram_we_o     = we_x_i;
                    ram_w_data_o = data_wx_i;
                end
            end
            1'b1:
            begin
                uart_addr_o = addr_i;
                if(re_x_i) begin
                    uart_re_o   = re_x_i;
                    data_rx_o  = uart_r_data_i;
                    rx_valid_o = uart_r_valid_i; 
                end
                if(we_x_i) begin
                    uart_we_o     = we_x_i;
                    uart_w_data_o = data_wx_i;
                end
            end
        endcase
    end
endmodule
==> impl_metrics.py <==
# Synthesis and PnR figures
metrics = {
    "place": {
        "dp_hpwl_mm": 10.30,
        "io_buffer_count": 295,
        "gp_congestion": 0.8424,
        "placed_cells": 733,
        "place_area_um2": 4623,
        "place_ws_ns": 1.088,
    },
    "cells_and_area": {
        "seq_area_um2": 0,
        "seq_cells": 0,
        "drive_above_1_share_pct": 3.540,
        "fin_cells": 733,
        "area_growth_pct": 186.7,
        "final_core_util_pct": 38.01,
        "final.clkbuf_count": 0,
        "fin_area_um2": 4623,
    },
    "outcome": {
        "status": "complete, no violations",
    },
    "global_route": {
        "track_usage_pct": 12.93,
        "grt_pass1_wl_mm": 18.57,
        "grt_pass1_vias": 3135,
        "gr-total-overflow": 0,
        "grt_antenna_before_repair": 0,
        "grt_max_degree": 58,
    },
    "drt": {
        "drc": 0,
        "drtIter0Drc": 109,
        "wl_per_cell_um": 16.65,
        "routed_wl_mm": 12.20,
        "num_vias": 2985,
        "drt-pass1-iter-count": 4,
        "via_per_inst": 4.072,
        "insertedDiodeCount": 0,
        "ant_nets": 0,
    },
    "synth": {
        "ys_cells": 303,
        "area_leaders": "and2_1 (25%), o211ai_1 (15%), nand2_1 (15%)",
        "synth.cell_area_um2": 1613,
        "ys_types": 16,
        "ys_area_um2": 1613,
        "syn_area_per_cell_um2": 5.323,
        "seq_area_frac_synth_pct": 0,
        "yosysTopAreaCell": "and2_1",
        "synthCells": 303,
        "yosys_warnings": 1,
        "netlist.area_leader.share_pct": 24.83,
    },
    "critical_path": {
        "cp-start-kind": "input port",
        "worstPathCellList": "clkdlybuf4s50_1 -> or2_4 -> buf_4 -> and2_1 -> clkdlybuf4s50_1",
        "worstPathArrival_ns": 3.32,
        "critical_path_class": "input port to output pin",
        "cp-end-kind": "output pin",
        "critPathMostFrequentCell": "clkdlybuf4s50_1",
        "slowest_stage": "clkdlybuf4s50_1",
        "slowest_delay_ns": 0.77,
        "cp.required_ns": 4.40,
        "critPathMaxFanout": 57,
    },
    "timing": {
        "slew_viol_final": 0,
        "setup-tns-final_ns": 0,
        "setup_slack_ns": 1.079,
        "hold_violations": 0,
        "worst_pin_slew_ns": 0.6535,
        "period_used_pct": 80.38,
        "fmax_ghz": 0.2262,
        "slew_headroom_pct": 56.43,
        "fin_crit_ns": 4.421,
        "fin_hold_ws_ns": 3.117,
        "grt_setup_unrepaired": "false",
        "finalSetupViolCount": 0,
    },
    "power": {
        "p_leak_nw": 1.674,
        "power_density_nw_per_um2": 65.81,
        "peakVddDrop_mv": 0.03701,
        "fin_total_pwr_uw": 304.2,
    },
    "floorplan": {
        "die_height_um": 132,
        "ios": 297,
        "rows": 40,
        "core_area_um2": 12160,
        "fp_util_pct": 13.26,
        "die_w_um": 132,
        "dieArea_um2": 17420,
    },
    "run": {
        "drv_cap": 0,
        "tool_warnings": 32,
    },
    "min_path": {
        "hold_class": "input port to output pin",
        "hold_depth": 4,
    },
    "cts": {
        "ctsHoldBuffers": 0,
        "cts_resized": 0,
        "postCtsSetupRepairBufs": 0,
    },
}
[critical path, delay by kind of cell]
kind                   cells  cell delay (ns)
buffers and inverters      3             1.68
AND/OR/NAND/NOR            2             0.50
[synthesized netlist by cell type (all sizes together)]
cell type   n
nand2      65
nor2       65
and2       64
o211ai     33
o21ai      33
clkbuf     26
buf        15
conb        1
or2         1
[cell type report]
| cell class | instances | area [µm²] |
|---|---|---|
| Multi-Input combinational cell | 263 | 1400 |
| Timing Repair Buffer | 302 | 3013 |
| Tap cell | 168 | 210.2 |
| Fill cell | 1231 | 7538 |
[cell families (layout without fill, tap and decap cells)]
logic type             Yosys count  count (layout)  share of synthesized area, %
buffers and inverters           41             302                         13.89
other                            1               2                        0.2325
AOI/OAI and AO/OA               66              66                         25.60
and+or+nand+nor                195             195                         60.28
[where the power goes]
part,internal (mW),total (mW),switching [mW]
registers,0,0,0
clock network,0,0,0
logic,0.210,0.304,0.0940
total,0.210,0.304,0.0940
[layer usage]
metal | global-route usage, % | vias up | part of all wire (%)
met2 | 23.59 | 186 | 51
met4 | 0.4944 | 0 | 0.25
met1 | 14.03 | 1303 | 37
met3 | 5.766 | 2 | 12
li1 | - | 1494 | -
met5 | 0 | - | 0
[placed cells by master (no fill, tap or decap), drive strengths merged]
master,instances
and2,64
buf,8
conb,2
o211ai,33
nor2,65
nand2,65
o21ai,33
or2,1
clkdlybuf4s50,294
[final timing paths]
path / from / endpoint / slack, ns
max: addr_i[30] / uart_addr_o[1] / 1.08
min: data_wx_i[29] / uart_w_data_o[29] / 3.12
No activity file was given, so power comes from the tool's default toggle rates.
