<file path="flow/design.v">
module prescaler (
    input logic clk_i,
    input logic rst_ni,
    input logic factor_i,
    output logic clk_o
);
    logic [31:0] counter;
    always_ff @(posedge clk_i) begin
        if(!rst_ni) begin
            counter <= 1'b0;
            clk_o <= 1'b0;
        end
        else begin
            counter <= counter + 1;
            if(counter == factor) begin
                clk_o <= clk_o ^ 1'b1;
                counter <= 1'b0;
            end
        end
    end
endmodule
</file>
<file path="flow/run.sh">
#!/bin/bash
# OpenROAD 26Q1-2900-gdf79404cd8, Yosys 0.63+post, stock flow scripts
make -C /OpenROAD-flow-scripts/flow DESIGN_CONFIG=/design/flow/config.mk WORK_HOME=/design/flow/orfs finish
</file>
<file path="flow/config.mk">
export PLATFORM = sky130hd
export DESIGN_NAME = prescaler
export DESIGN_NICKNAME = prescaler
export VERILOG_FILES = /design/flow/design.v
export SDC_FILE = /design/flow/constraint.sdc
export NUM_CORES = 4
export LEC_CHECK = 1
export CORE_UTILIZATION = 30
</file>
<file path="flow/constraint.sdc">
current_design prescaler

set clk_period 3.9
set clk_io_pct 0.2

create_clock -name clk0 -period $clk_period [get_ports {clk_i}]

set non_clock_inputs [all_inputs -no_clocks]
set_input_delay [expr $clk_period * $clk_io_pct] -clock clk0 $non_clock_inputs
set_output_delay [expr $clk_period * $clk_io_pct] -clock clk0 [all_outputs]
</file>
==> run_results.csv <==
group,metric,value,unit
setup_path,crit_path_start,"counter[7]$_SDFF_PP0_",
worst_hold_path,worst_hold_path_type,"flip-flop to flip-flop",
outcome,run_status,"finished, final reports clean",
synth,synth_cell_types,31,
sta,hold_violations,0,
clock_network,clk_latency,0.29,ns
sta,final.period_utilization,57.3,%
synth,postSynth.asyncResetShare,0,%
setup_path,regToRegStartpoint,"counter[7]$_SDFF_PP0_",
synth,synth_top_flop_cell,"dfxtp_1",
setup_path,critical_path_required,4.12,ns
synth,synth.top_cells.by_area,"dfxtp_1, or4_1, o31ai_1, a21oi_1, xnor2_1",
floorplan,fp.coreArea,5140,µm²
clock_network,tritoncts,"yes",
sta,final_period_minus_worst_setup_slack,2.23,ns
floorplan,die-height,75.1,µm
placement,pre_cts_ws,1.71,ns
sta,fmax,0.447,GHz
placement,globalplace.congestion,0.815,
global_route,grt_start_max_net_pins,33,
clock_network,cts_made_buffers,5,
synth,avgSynthCellArea,8.44,µm²
pwr,leakagePower,0.499,nW
setup_path,critPathLaunchType,"flip-flop",
synth,synthesis.area,1600,µm²
synth,synthDominantCellAreaShare,41.2,%
floorplan,i_o_pin_cnt,4,
sta,finClkSkew,0.00509,ns
run,log.warning_count,26,
setup_path,critical_path.max_fanout,17,
finish,layout-area-overhead-vs-synth,11.7,%
synth,biggest_area_consumer_among_synthesized_cells,"dfxtp_1",
synth,synth.ff_latch_count,33,
setup_path,rr_endpoint,"counter[26]$_SDFF_PP0_",
synth,top_cell,"dfxtp_1",
sta,report.final.slew_viol_count,0,
global_route,number_of_antenna_violations_at_the_first_check_in_global_routing,0,
clock_network,cts-htree-levels,2,
synth,common_cells,"dfxtp_1, nor2_1, a21oi_1, or4_1, nand2_1",
detailed_routing,drt_pass1_iterations,4,
clock_network,postCtsHoldBufs,0,
setup_path,ff2ff_setup_slack,1.67,ns
sta,max_slew.worst_pin.slew,0.472,ns
global_route,global_route.usage.total,12.7,%
sta,finalSetupTns,0,ns
floorplan,fp-utilization,31.2,%
synth,yosysCellCount,190,
setup_path,crit_path_end_kind,"flip-flop",
floorplan,die_w,75.1,µm
pwr,vdd.ir_drop.worst,244,µV
pwr,power_density,379,nW/µm²
clock_network,cts-root-buf,"clkbuf_8",
detailed_routing,drt.antenna.violating_nets,0,
sta,worst_slack_setup_final,1.67,ns
global_route,globalRouteOverflowTotal,0,
detailed_routing,remaining_drc_errors,0,
floorplan,num_rows,26,
synth,enable_flop_cells,0,
clock_network,clock_sink_count,33,
clock_network,post_cts_buffers,0,
placement,port_buffers,2,
placement,detailedPlacementHpwl,2190,µm
synth,post_synth_inst_count,190,
setup_path,worst_r2r_path_depth,4,
clock_network,cts.clk_slew.worst_paths,0.07,ns
detailed_routing,first_iter_violations,62,
finish,final_layout_size_suffix_gt1_share,7.33,%
clock_network,post_cts_resize_count,0,
floorplan,chip_area,5640,µm²
detailed_routing,routed_wl,3210,µm
sta,slew_headroom,68.5,%
run,timing.max_cap.violations,0,
synth,synth_sequential_area_ratio,41.2,%
global_route,wire_length_of_the_first_global_routing_pass,5540,µm
detailed_routing,via_per_inst,5.21,
detailed_routing,avgRoutedWirePerCell,12.3,µm
detailed_routing,diodes,0,
setup_path,critPathArrivalTime,2.45,ns
setup_path,ws_path_type,"flip-flop to flip-flop",
clock_network,cts.path.max_buffers,2,
detailed_routing,routed-via-count,1361,
sta,rsz0062_at_grt,"false",
sta,finalSetupViolations,0,
synth,yosys_warnings,3,
synth,chip_area_yosys,1600,µm²
global_route,number_of_global_route_vias_before_repair,1188,
setup_path,crit_end,"counter[26]$_SDFF_PP0_",
==> worst max-delay path, stage by stage, from the launching register on <==
cell and delay, ns:
dfxtp_1 0.47, nand4_4 0.19, or4_1 0.76, or4_1 0.59, a21oi_1 0.15
==> sequential cells by signal, summed over array words and instances, names as in the netlist <==
name     flops
clk_o        1
counter     32
==> worst min path at each step <==
stage | start | cells after the start | endpoint
CTS | counter[0]$_SDFF_PP0_ | 1 | counter[0]$_SDFF_PP0_
global route | counter[0]$_SDFF_PP0_ | 1 | counter[0]$_SDFF_PP0_
finish | counter[0]$_SDFF_PP0_ | 1 | counter[0]$_SDFF_PP0_
==> cells by family (layout without fill, tap and decap cells) <==
group           after synthesis  count (layout)  share of synthesized area, %
simple gates                 92              92                          32.9
compound gates               35              35                          13.1
flops                        33              33                          41.2
buf+inv                      15              16                          4.37
xor+xnor                     14              14                          7.65
fa+ha+maj                     1               1                         0.781
==> layout make-up <==
type | instances | area (µm²)
fill | 566 | 3350
multi-input combinational | 142 | 876
sequential | 33 | 661
tap | 70 | 87.6
clock buffer | 6 | 82.6
clock inverter | 2 | 37.5
timing repair buffer | 3 | 27.5
inverter | 5 | 18.8
==> through the flow <==
stage	hold slack, ns	std cells	area, µm²	utilization [%]	total power, W
3_3_place_gp	0.453	253	1670	32.5	0.000349
3_5_place_dp	0.459	253	1670	32.5	0.000349
2_1_floorplan	0.426	190	1600	-	0.000346
5_1_grt	0.509	261	1790	34.8	0.000697
6_report	0.480	261	1790	34.8	0.000679
4_1_cts	0.478	261	1790	34.8	0.000687
==> power by group <==
| part | internal [W] | leakage, nW | total [W] | switching [W] |
|---|---|---|---|---|
| combinational | 0.00000269 | 0.175 | 0.00000331 | 0.000000620 |
| clock | 0.000208 | 0.0574 | 0.000337 | 0.000130 |
| sequential | 0.000338 | 0.266 | 0.000338 | 0.000000456 |
| total | 0.000548 | 0.499 | 0.000679 | 0.000131 |
==> routing by layer <==
layer	routed length (µm)	global-route usage [%]	share of wire (%)
met4	33	1.26	1.0
met3	146	2.71	4.5
met1	1690	20.0	53
met5	0	0	0
met2	1340	18.8	42
==> cells in the final DEF, fill, tap and decap left out, drive strengths merged, types with 6 or more instances in the layout <==
master / Yosys / layout
dfxtp: 33 / 33
nor2: 17 / 17
a21oi: 16 / 16
or4: 14 / 14
nand2: 13 / 13
o31ai: 12 / 12
nor4: 11 / 11
nand4: 11 / 11
nand3: 10 / 10
xnor2: 8 / 8
xor2: 6 / 6
clkbuf: 7 / 6
No activity file was given, so power comes from the tool's default toggle rates.
