<file path="./run.sh">
#!/bin/bash
# OpenROAD 26Q1-2900-gdf79404cd8, Yosys 0.63+post, stock flow scripts
make -C /OpenROAD-flow-scripts/flow DESIGN_CONFIG=/design/flow/config.mk WORK_HOME=/design/flow/orfs finish
</file>
<file path="./config.mk">
export PLATFORM = sky130hd
export DESIGN_NAME = ram
export DESIGN_NICKNAME = ram
export VERILOG_FILES = /design/flow/design.v
export SDC_FILE = /design/flow/constraint.sdc
export NUM_CORES = 4
export LEC_CHECK = 1
export CORE_UTILIZATION = 40
export SYNTH_MEMORY_MAX_BITS = 65536
</file>
<file path="./constraint.sdc">
current_design ram

set clk_period 73.8
set clk_io_pct 0.2

create_clock -name clk0 -period $clk_period [get_ports {clk_i}]

set non_clock_inputs [all_inputs -no_clocks]
set_input_delay [expr $clk_period * $clk_io_pct] -clock clk0 $non_clock_inputs
set_output_delay [expr $clk_period * $clk_io_pct] -clock clk0 [all_outputs]
</file>
<file path="./design.v">
module ram #(
    parameter DATA_SIZE = 32,
    parameter DEPTH = 512,
    parameter ADDR_SIZE = 32
) (
    input clk_i,
    input rst_ni,
    input re_i,
    input logic [ADDR_SIZE-1:0] addr_r_i,
    output logic [DATA_SIZE-1:0] data_r_o,
    output logic data_r_valid,
    input we_i,
    input logic [ADDR_SIZE-1:0] addr_w_i,
    input logic [DATA_SIZE-1:0] data_w_i
);
    reg [DATA_SIZE-1:0] mem [DEPTH];
    integer i;
    always @(posedge clk_i) begin
        if(!rst_ni) begin
            data_r_o <= '0;
            for(i = 0; i < DEPTH; i++) begin
                mem[i] <= '0;
            end
        end else begin
            if(we_i) begin
                mem[addr_w_i] <= data_w_i;
            end
            if(re_i) begin
                data_r_o <= mem[addr_r_i];
            end
        end
    end
    always @(posedge clk_i) begin
        if(!rst_ni) begin
            data_r_valid <= 1'b0;
        end else begin
            data_r_valid <= 1'b0;
            if(re_i && !data_r_valid)   data_r_valid <= 1'b1;
        end
    end
endmodule
</file>
==> run summary <==
Implementation results.

The flow ran to the end, but the final reports show violations. The checks that failed: capacitance limit, slew limit. The count of nets left with antenna violations once routing finished came out at 0.

The skew report gives the latency at the later pin of the worst-skew pair as 1.42 ns. The worst min-delay path startpoint is data_r_valid. Looking at the reg2reg group, the worst path starts from data_r_o[21].

The worst slew margin relative to its limit is -1.39%. The DRC marker count from the first detailed-route iteration is 29200. For the worst flop-to-flop path, the logic depth is 9.

The via count of the first global-routing pass is between 400k and 500k. The number of ports placed on the die boundary is 133. Buffers placed on the I/O ports in this run total 86. Per the OpenROAD floorplan log, the height of the die is 1370 um. The met2 layer wire length in the routed design is 1140000 um. The synthesis report lists the Yosys warning total as 1. The flow reports an fmax of 44.9 MHz. The clock passes through at most 6 buffers. The slowest cell on the critical path is sky130_fd_sc_hd__a21oi_1. The layout stage reports a final design area of between 800000 and 900000 sq um. The detailed-route vias per instance is approximately 5.7. The chip footprint is 1870000 sq um. The number of buffers created by CTS is approximately 1800. Setup repair after global routing left no endpoint under its margin. The remaining routing DRC violations is 0. Synthesis inferred 16400 register bits. The tightest hold margin is 0.417 ns. Per the synthesis report, the adder-cell share of the synthesized area is 0%. The post-detailed-route wirelength per cell is 35.9 um.

Of the total power, the share spent switching nets is 23.7%. The total via count in the routed design is roughly 420k. The mean cell area of the mapped netlist is 15.4 sq um. The quantity of gates resized following cts is 0. The number of antenna violations at the first check in global routing is 284. The peak fanout along the critical path is 35.

The count of H-tree levels built during CTS is 7. Buffers added to address setup during post-CTS repair amount to 0. The HPWL after detailed placement is 1680000 um.

Entering global routing, the biggest net connects about 100 pins. The final number of max-transition violations is 4. Of the available clock period, the critical path in the final layout requires 30.2%.

The total of max-cap violations is 1. The dominant non-sequential cell family after synthesis is simple AND/OR/NAND/NOR gates. The signal arrival time at the worst endpoint is 23.60 ns. In the post-route report, total wirelength is listed as 2670000 um. Looking at the cell usage after synthesis, the top flip-flop cell is sky130_fd_sc_hd__edfxtp_1.

The post-synth count of flops with an enable pin is 16400. The clock share of power is 40.4%. The data required time at the worst endpoint is 75.11 ns. The number of sinks driven by the clock tree is around 16000.

Counting only logic cells after layout, the most numerous master is sky130_fd_sc_hd__and2_1. Once layout is complete, the utilization of the core stands at 45.2%. The first global-routing pass estimated 3640000 um of wire. The signed area change from the synthesized netlist to the final layout is 12.8%. The pre-antenna-repair detailed-routing pass consisted of 8 iterations. The simple-gate area share of the yosys netlist is 15.1%. The master cell of the clock root buffer is sky130_fd_sc_hd__clkbuf_16. For the final database, setup skew stands at 0.146 ns.

The cell seen most often among critical-path stages is sky130_fd_sc_hd__buf_4. In this run the cell area measured after placement is 784000 sq um. Hold-check failures listed in the final report amount to 0. For this design, Yosys synthesis ends with a cell count of 48300. The endpoint of the most critical register-to-register path is data_r_o[21].

The number of cells on the worst hold path is 1. The total grt overflow is 0. For this block, wires on met1 add up to 732000 um. The final count of negative-setup-slack endpoints is 0.

The initial utilization of the core area, before any placement, comes to roughly two fifths. The worst-case IR drop observed on VDD is 24.2 uV. The aoi/oai-family share of the synthesized area is 2.80%. The worst setup path is of the in -> reg kind. The delay of the slowest critical-path stage is 1.13 ns.

The cell count after synthesis is between 40000 and 50000. The placement summary gives the final routability congestion estimate as 0.961. The areal power density over the cells is 25.2 nW/um^2. The power report attributes to the sequential group a share of 51.2%. OpenROAD emitted warnings numbering ~80.

The setup TNS is 0 ns. The die is 1370 um wide. In this run the cell area of the synthesized design comes to 745000 sq um. Summing the sequential cell areas from Yosys gives 66.2% of the chip area. TritonCTS built the clock tree.

The internal power of the cells is 16.1 mW. After clock tree synthesis, the flow added hold-fix buffers numbering 0. Traced cell by cell, the critical path runs through buf_16 > buf_4 > buf_4 > buf_4 > buf_4 > buf_4 > buf_4 > buf_4 > buf_4 > mux4_2 > a22oi_1 > nand3_1 > nand4_1 > a21oi_1 > buf_4 > o31a_1 > a211o_1. In this run the core area contains 501 standard-cell rows. The nature of the critical path startpoint is an input pin.

The final report lists a non-filler cell total of 74300. The worst setup path is captured at a flip-flop. The power dissipated by switching net loads is 5.01 mW. Yosys reports a chip area of 745000 sq um. Global routing used 30.9% of the available tracks.

The combinational fraction of design power is 8.4%. The highest layer used for signal routing is met5. The routed design could run at a clock period as short as 22.29 ns. Per the placement report, the placed cell count is 70700.

For reference, the mux area share after synthesis is 12.9%. The most common logic cells in the final layout are sky130_fd_sc_hd__and2_1, sky130_fd_sc_hd__edfxtp_1, sky130_fd_sc_hd__mux4_2. Looking at the max-slew report, the worst-margin pin has a slew of 1.52 ns. The setup check on the worst reg-to-reg path leaves a slack of approximately 69 ns. After detailed routing, the met3 layer carries about 560000 um of wire.

The endpoint of the worst hold-timing path is data_r_valid. The xor and xnor area share after synthesis is 0%. The core region is 1860000 sq um.

In this run, distinct cell masters in the synthesized netlist total 79. For reference, the clock transition at the flip-flops on the worst setup and hold paths is 0.06 ns. The share of flip-flops with an asynchronous set or reset after synthesis is 0%. STA reports the tightest min-delay check as being of type reg -> reg.

The analysis attributes to cell leakage a power of 286 nW. The fraction of layout instances using a drive strength above 1 is 20.8%.
## worst max path at each step
stage               start            to  slack, ns  cells after the start
CTS           addr_r_i[0]  data_r_o[21]      51.78                     17
finish        addr_r_i[0]  data_r_o[21]      51.51                     17
global route  addr_r_i[0]  data_r_o[21]      51.16                     17
## synthesized netlist by cell type (90+ instances only)
master	number	area [sq um]
sky130_fd_sc_hd__edfxtp_1	16400	492000
sky130_fd_sc_hd__nor2_1	752	2820
sky130_fd_sc_hd__a31oi_1	90	563
sky130_fd_sc_hd__o22ai_1	502	3140
sky130_fd_sc_hd__buf_4	291	2180
sky130_fd_sc_hd__o21ai_0	784	3920
sky130_fd_sc_hd__nor3_1	186	931
sky130_fd_sc_hd__buf_2	522	2610
sky130_fd_sc_hd__mux2i_1	1269	12700
sky130_fd_sc_hd__a21oi_1	404	2020
sky130_fd_sc_hd__o221ai_1	237	2080
sky130_fd_sc_hd__nand3_1	258	1290
sky130_fd_sc_hd__a22oi_1	665	4990
sky130_fd_sc_hd__clkbuf_1	4022	15100
sky130_fd_sc_hd__mux4_2	3669	82600
sky130_fd_sc_hd__nor4_1	90	563
sky130_fd_sc_hd__and2_1	16400	103000
sky130_fd_sc_hd__buf_6	186	2090
sky130_fd_sc_hd__nand2_1	641	2410
## registers in the layout, indices dropped and copies added, names as in the netlist
signal / flops
mem: 16384
data_r_valid: 1
data_r_o: 32
## through the flow
step | power, mW | worst slack [ns]
floorplan | 11.9 | 55.16
global placement | 12.7 | 50.33
detailed placement | 12.7 | 50.34
CTS | 21.2 | 51.78
global route | 21.6 | 51.16
finish | 21.1 | 51.51
## metal layers
layer  track usage, %  up-vias
met3             28.5     6014
met4             18.3      357
li1                 -   177000
met5             8.84        -
met2             41.7    30800
met1             29.9   208000
## kinds of logic after synthesis
logic type | count (synthesis)
AOI/OAI and AO/OA | 3167
buffers and inverters | 5157
DFF | 16400
muxes | 4976
and+or+nand+nor | 18600
## worst max-delay path: cells and delay by family
kind            cells  cell delay [ns]
simple gates        2             1.12
mux                 1             0.37
buf+inv            10             5.12
compound gates      4             1.80
## layout make-up
| type | count | area [sq um] |
|---|---|---|
| clock inverters | 931 | 7660 |
| multi-input cells | 26700 | 238000 |
| inverters | 7 | 56.3 |
| fillers | 154000 | 1020000 |
| repair buffers | 2845 | 22300 |
| well taps | 24600 | 30800 |
| flip-flops and latches | 16400 | 493000 |
| diodes | 499 | 1250 |
| clock buffers | 2235 | 46900 |
## power by group through the flow
stage     clock network (mW)  logic, mW  registers [mW]
6_report                8.54       1.77            10.8
4_1_cts                 8.60       1.73            10.8
5_1_grt                 8.96       1.82            10.9
Power and IR drop assume default switching activity.
